`design/flow/design.v`:
```
`timescale 1ns / 1ps
module pong(btns, auto, background, pclk, hsync, vsync, red, green, blue);
    input wire pclk;  
    input wire auto, background;
    input wire[3:0] btns;
    output wire hsync, vsync;
    output reg[4:0] red, blue;
    output reg[5:0] green;
    parameter WINDOW_HEIGHT = 480;
    parameter WINDOW_WIDTH = 640;
    parameter H_PIXELS = 800;
    parameter V_LINES = 521;
    parameter H_PULSE = 96;
    parameter V_PULSE = 2;
    parameter HBP = 144;
    parameter HFP = 784;
    parameter VBP = 31;
    parameter VFP = 511;
    parameter PADDLE_WIDTH = 10;
    parameter PADDLE_HEIGHT = 60;
    parameter PADDLE_LEFT = 40;
    parameter PADDLE_RIGHT = 640-PADDLE_LEFT-PADDLE_WIDTH;
    parameter PADDLE_START = 200;
    reg[8:0] paddle1_pos;
    reg[8:0] paddle2_pos;
    parameter BALL_WIDTH = 6;
    parameter BALL_START_X = 316;
    parameter BALL_START_Y = 210;
    parameter VEL_START_X = 1;
    parameter VEL_START_Y = 3;
    reg[9:0] ball_y;
    reg[10:0] ball_x;
    reg[1:0] vel_x = 1;
    reg[1:0] vel_y = 3;
    reg[18:0] counter;
    reg[9:0] hcount;
    reg[9:0] vcount;    
    reg vga_clk, action_clk;
    wire[10:0] pixel_x;
    wire[9:0] pixel_y;
    reg reset = 1;
    always @(posedge pclk)  begin
        if (reset) begin
            paddle1_pos = PADDLE_START;
            paddle2_pos = PADDLE_START;
            ball_x = BALL_START_X;
            ball_y = BALL_START_Y;
            vel_x = VEL_START_X;
            vel_y = VEL_START_Y;
            reset = 0;
        end
        if (ball_x < PADDLE_LEFT + PADDLE_WIDTH && vel_x < 2) begin  
            if (ball_x > PADDLE_LEFT && ball_y > paddle1_pos && ball_y < paddle1_pos + PADDLE_HEIGHT) begin
                vel_x = 3 - vel_x;
            end else reset = 1;
        end else if (ball_x > PADDLE_RIGHT && vel_x > 1) begin
            if (ball_x < PADDLE_RIGHT + PADDLE_WIDTH && ball_y > paddle2_pos && ball_y < paddle2_pos + PADDLE_HEIGHT) begin
                vel_x = 3 - vel_x;
            end else reset = 1;
        end else if ((ball_y < 2 && vel_y < 2) || (ball_y > WINDOW_HEIGHT-BALL_WIDTH && vel_y > 1)) begin
            vel_y = 3 - vel_y;   
        end
        if (counter == 0) begin
            if (btns[0] && paddle1_pos+PADDLE_HEIGHT<WINDOW_HEIGHT-1) paddle1_pos = paddle1_pos + 1;
            else if (btns[1] && paddle1_pos>0) paddle1_pos = paddle1_pos - 1;
            if (!auto) begin
                if (btns[2] && paddle2_pos+PADDLE_HEIGHT<WINDOW_HEIGHT-1) paddle2_pos = paddle2_pos + 1;
                else if (btns[3] && paddle2_pos>0) paddle2_pos = paddle2_pos - 1;
            end else paddle2_pos = (ball_y > WINDOW_HEIGHT - PADDLE_HEIGHT/2) ? 
                                        WINDOW_HEIGHT-PADDLE_HEIGHT : 
                                        ((ball_y < PADDLE_HEIGHT/2 + 2) ? 2 : ball_y - PADDLE_HEIGHT/2);
            if (vel_x >= 2) ball_x = ball_x + (vel_x-1);
            else if (vel_x < 2) ball_x = ball_x - (2-vel_x);
            if (vel_y >= 2) ball_y = ball_y + (vel_y-1);
            else if (vel_y < 2) ball_y = ball_y - (2-vel_y);
        end 
        vga_clk = (counter % 5 == 0) ? 1 : 0;
        counter <= counter + 1;
    end
    always @(posedge vga_clk) begin
        if (hcount < H_PIXELS-1) hcount <= hcount + 1;
        else begin
            hcount = 0;
            vcount = (vcount < V_LINES-1) ? vcount+1 : 0;
        end
    end
    assign hsync = hcount >= H_PULSE;
    assign vsync = vcount >= V_PULSE;
    assign pixel_x = hcount - HBP;
    assign pixel_y = vcount - VBP;
    always @(vcount or hcount) begin
        if (vcount >= VBP && vcount < VFP && hcount >= HBP && hcount < HFP) begin            
            if (pixel_x > PADDLE_LEFT && pixel_x < PADDLE_LEFT+PADDLE_WIDTH &&
                pixel_y > paddle1_pos && pixel_y < paddle1_pos+PADDLE_HEIGHT) begin
                red = 31;
                blue = 0;
                green = 0;
            end
            else if (pixel_x > PADDLE_RIGHT && pixel_x < PADDLE_RIGHT+PADDLE_WIDTH && 
                     pixel_y > paddle2_pos && pixel_y < paddle2_pos+PADDLE_HEIGHT) begin
                red = 31;
                blue = 0;
                green = 0;
            end
            else if (pixel_x > ball_x && pixel_x < ball_x + BALL_WIDTH &&
                     pixel_y > ball_y && pixel_y < ball_y + BALL_WIDTH) begin
                red = 0;
                blue = 0;
                green = 63;
            end
            else begin
               red = 0;
               blue = 31;
               green = 0;
            end
        end else begin
            red = 0;
            blue = 0;
            green = 0;
        end
    end
endmodule
```
`design/flow/config.mk`:
```
export PLATFORM = sky130hd
export DESIGN_NAME = pong
export DESIGN_NICKNAME = pong
export VERILOG_FILES = /design/flow/design.v
export SDC_FILE = /design/flow/constraint.sdc
export NUM_CORES = 4
export LEC_CHECK = 1
export CORE_UTILIZATION = 40
```
`design/flow/run.sh`:
```
#!/bin/bash
# OpenROAD 26Q1-2900-gdf79404cd8, Yosys 0.63+post, stock flow scripts
make -C /OpenROAD-flow-scripts/flow DESIGN_CONFIG=/design/flow/config.mk WORK_HOME=/design/flow/orfs finish
```
`design/flow/constraint.sdc`:
```
current_design pong

set clk_period 15.5
set clk_io_pct 0.2

create_clock -name clk0 -period $clk_period [get_ports {pclk}]

set non_clock_inputs [all_inputs -no_clocks]
set_input_delay [expr $clk_period * $clk_io_pct] -clock clk0 $non_clock_inputs
set_output_delay [expr $clk_period * $clk_io_pct] -clock clk0 [all_outputs]
```
==> qor.yml <==
synthesis:
  yosysCellCount: 1538
  flop_cell: "dfxtp_1"
  syn_area_mm2: 0.01169
  synth-async-reset-ratio_pct: 0
  numSynthFlops: 84
  ys_area_mm2: 0.01169
  yosysWarnings: 1
  synth_seq_share_pct: 15.25
  avgSynthCellArea_um2: 7.598
  netlist_instances: 1538
  edf_count: 10
  synth_cell_types: 101
global_routing:
  grt_pass1_vias: 9769
  antenna_found_initial: 0
  grt_pass1_wl_um: 50050
  grtUsageTotal_pct: 20.43
  grt.overflow.total: 0
  grt_start_max_net_pins: 60
cts:
  numCtsBuffers: 9
  clk_pin_slew_ns: 0.06
  ctsRootBufferMaster: "clkbuf_16"
  cts.hold.buffers_added: 0
  cts-resized-gates: 0
  clkLatencyLatePin_ns: 0.35
  cts_tree: "done"
  htree_levels: 3
  cts_max_path_buffers: 2
  post_cts_buffers: 0
worst_setup_path:
  reg2reg_slack_ns: 8.24
  r2r_start: "counter[17]"
  reg2reg_to: "vga_clk"
  crit_end: "green[5]"
  path_max_fanout: 6
  critPathLaunch: "ball_x[1]"
  r2r_cells: 23
  arrival_ns: 4.23
  worstPathRequired_ns: 12.40
  crit_type: "reg2out"
  end_kind: "primary output"
  setup.worst_path.start_class: "register"
drt:
  drt_wl_total_um: 29950
  drc: 0
  vias: 10550
  num_antenna_cells: 0
  ant_nets: 0
  wl_per_cell_um: 15.85
  dr.pass1.iters: 5
  viasPerCell: 5.580
  first_iter_violations: 792
timing:
  finalHoldViolations: 0
  setup-tns-final_ns: 0
  skew_ns: 0.009619
  untimed_endpoints: 32
  finalCriticalPeriod_ns: 7.325
  slew_violations: 0
  fmax_ghz: 0.1365
  finalSetupViolCount: 0
  layout_setup_ws_ns: 8.175
  max-slew-margin-rel_pct: 39.63
  unclocked_pins: 20
  rsz0062_at_grt: "no"
  final.period_utilization_pct: 47.26
  worst_pin_slew_ns: 0.8991
layout:
  area_growth_pct: 6.017
  drive_gt1_share_pct: 5.179
flow_run:
  maxCapViolCount: 0
  openroad.warnings: 53
floorplan:
  die_w_um: 172.9
  chipHeight_um: 172.9
  io_pins: 25
  initial_utilization_pct: 40.71
  coreArea_mm2: 0.02870
  die_area_mm2: 0.02990
  rows: 62
placement:
  portBuffers: 23
  pre_cts_slack_ns: 8.369
  gp_congestion: 0.8963
  dp.final_hpwl_um: 22980
power:
  p_per_area_mw_per_mm2: 38.70
  total_leakage_power_nw: 5.297
  vdd.ir_drop.worst_mv: 0.04622
min_path:
  hold_class: "reg2reg"
run_status:
  status: "finished clean"
metrics by stage:
stage          hold slack (ns)  instance area (um^2)  util [%]  power [mW]  cells
2_1_floorplan           0.4520                 11690         -      0.2330   1538
3_3_place_gp            0.4949                 12060     42.02      0.2505   1874
3_5_place_dp            0.5124                 12060     42.02      0.2514   1874
4_1_cts                 0.5333                 12390     43.16      0.4839   1890
5_1_grt                 0.5670                 12390     43.16      0.5036   1890
6_report                0.5292                 12390     43.16      0.4795   1890
layer usage:
metal / up-vias / routed length (um) / global-route usage [%]
met4: 0 / 582 / 3.245
met2: 210 / 13480 / 32.96
li1: 5477 / - / -
met5: - / 0 / 0
met3: 29 / 968 / 1.368
met1: 4830 / 14920 / 30.70
where the power goes:
part | switching (mW) | leakage [nW] | internal (mW)
clock network | 0.0882 | 0.157 | 0.143
logic | 0.0427 | 4.42 | 0.0304
registers | 0.00709 | 0.718 | 0.169
total | 0.138 | 5.30 | 0.341
synth_stat cells, types with 12 or more instances:
cell type,count,area [um^2]
a31oi_1,19,118.9
nor2_1,133,499.2
a211oi_1,16,120.1
or2_2,15,93.84
o21ai_0,98,490.5
xor2_1,35,306.5
nand4_1,30,187.7
a21oi_1,105,525.5
ha_1,178,2227
inv_1,107,401.6
nand2b_1,49,306.5
mux2i_1,12,120.1
o211ai_1,12,90.09
nor3_1,30,150.1
nor4_1,14,87.58
nor2b_1,38,237.7
clkbuf_1,48,180.2
o21a_1,13,97.59
dfxtp_1,74,1481
o21bai_1,27,202.7
xnor2_1,87,762.0
nand3_1,47,235.2
buf_4,19,142.6
nand2_1,100,375.4
registers in the layout (all words and copies together) (netlist names), 2 cells and up:
signal,flops
hcount,10
paddle1_pos,9
ball_y,10
vcount,10
ball_x,11
vel_y,2
counter,19
paddle2_pos,9
vel_x,2
area by class of cell:
cell class / instances / area, um^2
Inverter: 114 / 427.9
Clock inverter: 7 / 102.6
Fill cell: 2862 / 16310
Multi-Input combinational cell: 1256 / 9042
Clock buffer: 9 / 225.2
Tap cell: 384 / 480.5
Sequential cell: 84 / 1783
Timing Repair Buffer: 36 / 327.8
layout by cell type, fill, tap and decap left out, types with 10 or more instances in the layout:
cell             netlist  final
nor4_1                14     13
ha_1                 178    178
or2_2                 15     15
o211ai_1              12     12
clkdlybuf4s50_1        0     23
nor2b_1               38     38
o21a_1                13     13
nand3_1               47     47
nand2_1              100    100
and3_1                10     10
nor3_1                30     30
o21bai_1              27     27
mux2i_1               12     12
a211oi_1              16     16
a31oi_1               19     19
o21ai_0               98     98
nand4_1               30     30
buf_4                 19     13
xor2_1                35     35
nor2_1               133    133
or4_1                 10     10
or3_1                 10     10
dfxtp_1               74     73
a21oi_1              105    105
edfxtp_1              10     10
xnor2_1               87     87
nand2b_1              49     49
inv_1                107    107
kinds of logic (layout without fill, tap and decap cells):
| group | Yosys count | after routing | share of synthesized area, % |
|---|---|---|---|
| xor gates and xnor gates | 123 | 123 | 9.283 |
| buffers and inverters | 198 | 166 | 7.430 |
| adders and majority gates | 182 | 182 | 19.74 |
| AOI/OAI and AO/OA | 412 | 412 | 23.89 |
| DFF | 84 | 84 | 15.25 |
| and+or+nand+nor | 526 | 526 | 23.29 |
| muxes | 13 | 13 | 1.124 |
worst min-delay path by stage:
stage,to,depth (start not counted),start,slack [ns]
4_1_cts,counter[0],1,counter[0],0.53
5_1_grt,counter[0],1,counter[0],0.57
6_report,counter[0],1,counter[0],0.53
worst max-delay path, cell delays in order (launching register included):
cell	delay [ns]
dfxtp_1	0.45
inv_1	0.14
ha_1	0.33
ha_1	0.28
o21a_1	0.10
o21ai_0	0.16
nand2b_1	0.08
a21oi_1	0.15
nor2b_1	0.06
o21ai_0	0.14
nand2b_1	0.07
a21oi_1	0.15
nor2b_1	0.06
o21ai_0	0.14
nand2b_1	0.08
a21oi_1	0.15
a31oi_1	0.06
or4_1	0.46
nor2_1	0.31
clkdlybuf4s50_1	0.53
Power is estimated from default activity; no workload was simulated.
